## flow/constraint.sdc

```tcl
current_design AlphaMissionCore_LineBuffer_sync

set clk_period 166.1
set clk_io_pct 0.2

create_clock -name clk0 -period $clk_period [get_ports {clk}]

set non_clock_inputs [all_inputs -no_clocks]
set_input_delay [expr $clk_period * $clk_io_pct] -clock clk0 $non_clock_inputs
set_output_delay [expr $clk_period * $clk_io_pct] -clock clk0 [all_outputs]
```

## flow/design.v

```verilog
`default_nettype none
`timescale 1ns/1ps
module AlphaMissionCore_LineBuffer_sync(
    input  wire VIDEO_RSTn,
    input wire clk,
    input wire RESETn,
    input wire [7:0] FD,
    input wire LT,
    input wire VCKn,
    input wire CK1,
    input wire CK1n,
    input wire CK0,
    input wire CK0n,
    input wire FCK,
    input wire LD,
    input wire [8:0] FL_Y,  
    input wire HLD,
    input wire FY8,
    input wire [7:0] FY,
    input wire INVn,
    output logic [7:0] LD_BUF
);
    logic LTn;
    logic VCK;
    assign LTn = ~LT;
    assign VCK = ~VCKn;
    logic LDn;
    logic FCK_LDn;
    assign LDn = ~(LD & 1'b1);
    assign FCK_LDn = ~(FCK & LDn);
    logic [8:0] WA;
    logic A11_RCO;
    ttl_74163a_sync a11
    (
        .Clk(clk),  
        .Rst_n(VIDEO_RSTn),
        .Clear_bar(1'b1),  
        .Load_bar(FCK_LDn),  
        .ENT(1'b1),  
        .ENP(1'b1),  
        .D(FL_Y[3:0]),  
        .Cen(CK0),
        .RCO(A11_RCO),  
        .Q(WA[3:0])  
    );
    logic A12_RCO;
    ttl_74163a_sync a12
    (
        .Clk(clk),  
        .Rst_n(VIDEO_RSTn),
        .Clear_bar(1'b1),  
        .Load_bar(FCK_LDn),  
        .ENT(A11_RCO),  
        .ENP(1'b1),  
        .D(FL_Y[7:4]),  
        .Cen(CK0),
        .RCO(A12_RCO),  
        .Q(WA[7:4])  
    );
    logic [2:0] a13_dum;
    ttl_74163a_sync a13
    (
        .Clk(clk),  
        .Rst_n(VIDEO_RSTn),
        .Clear_bar(1'b1),  
        .Load_bar(FCK_LDn),  
        .ENT(A12_RCO),  
        .ENP(1'b1),  
        .D({3'b111,FL_Y[8]}),  
        .Cen(CK0),
        .RCO(),  
        .Q({a13_dum,WA[8]})  
    );
    logic HLDr;
    always @(posedge clk) HLDr <= HLD;
    logic [8:0] RA;
    logic c9_rco;
    ttl_74169_sync c9
    (
        .Reset_n(VIDEO_RSTn),
        .clk(clk), 
        .cen(CK1),
        .direction(INVn),  
        .load_n(HLDr),  
        .ent_n(1'b0),
        .enp_n(1'b0),
        .P(FY[3:0]),
        .rco_n(c9_rco),     
        .Q(RA[3:0])    
    );
    logic c10_rco;
    ttl_74169_sync c10
    (
        .Reset_n(VIDEO_RSTn),
        .clk(clk), 
        .cen(CK1),
        .direction(INVn),  
        .load_n(HLDr),  
        .ent_n(c9_rco),
        .enp_n(1'b0),
        .P(FY[7:4]),
        .rco_n(c10_rco),     
        .Q(RA[7:4])    
    );
    logic [2:0] c11_dum;
    ttl_74169_sync c11
    (
        .Reset_n(VIDEO_RSTn),
        .clk(clk), 
        .cen(CK1),
        .direction(INVn),  
        .load_n(HLDr),  
        .ent_n(c10_rco),
        .enp_n(1'b0),
        .P({3'b111,FY8}),
        .rco_n(),     
        .Q({c11_dum,RA[8]})    
    );
    logic a14_A;  
    assign a14_A = ~(&FD[2:0]);
    logic A8_B_Qn;
    DFF_pseudoAsyncClrPre #(.W(1)) a8_A (
        .clk(clk),
        .rst(~VIDEO_RSTn),
        .din(a14_A),
        .q(),
        .qn(A8_B_Qn),
        .set(1'b0),     
        .clr(1'b0),     
        .cen(CK0n)  
    );
    logic D9_A_Q, D9_A_Qn;
    DFF_pseudoAsyncClrPre #(.W(1)) d9_A (
        .clk(clk),
        .rst(~VIDEO_RSTn),
        .din(D9_A_Qn),
        .q(D9_A_Q),
        .qn(D9_A_Qn),
        .set(1'b0),     
        .clr(~LTn),     
        .cen(VCK)  
    );
    logic [8:0] L0A;
    logic L0OE, L0WE, L0CE;
    ttl_74157 #(.DELAY_RISE(0), .DELAY_FALL(0)) b9 (.Enable_bar(1'b0), .Select(D9_A_Q),
                .A_2D({RA[3],WA[3],RA[2],WA[2],RA[1],WA[1],RA[0],WA[0]}), .Y(L0A[3:0]));
    ttl_74157 #(.DELAY_RISE(0), .DELAY_FALL(0)) b11 (.Enable_bar(1'b0), .Select(D9_A_Q),
                .A_2D({RA[7],WA[7],RA[6],WA[6],RA[5],WA[5],RA[4],WA[4]}), .Y(L0A[7:4]));
    ttl_74157 #(.DELAY_RISE(0), .DELAY_FALL(0)) b13 (.Enable_bar(1'b0), .Select(D9_A_Q),
                .A_2D({D9_A_Qn,1'b1, CK1,CK0, 1'b0,A8_B_Qn, RA[8],WA[8]}), .Y({L0OE,L0WE,L0CE,L0A[8]}));
    logic [8:0] L1A;
    logic L1OE, L1WE, L1CE;
    ttl_74157 #(.DELAY_RISE(0), .DELAY_FALL(0)) b10 (.Enable_bar(1'b0), .Select(D9_A_Qn),
                .A_2D({RA[3],WA[3],RA[2],WA[2],RA[1],WA[1],RA[0],WA[0]}), .Y(L1A[3:0]));
    ttl_74157 #(.DELAY_RISE(0), .DELAY_FALL(0)) b12 (.Enable_bar(1'b0), .Select(D9_A_Qn),
                .A_2D({RA[7],WA[7],RA[6],WA[6],RA[5],WA[5],RA[4],WA[4]}), .Y(L1A[7:4]));
    ttl_74157 #(.DELAY_RISE(0), .DELAY_FALL(0)) b14 (.Enable_bar(1'b0), .Select(D9_A_Qn),
                .A_2D({D9_A_Q,1'b1, CK1,CK0, 1'b0,A8_B_Qn, RA[8],WA[8]}), .Y({L1OE,L1WE,L1CE,L1A[8]}));
    logic [7:0] DL1_in, DL0_in;
    logic [7:0] DL1_out, DL0_out;
    ttl_74374_sync d14 (.RESETn(VIDEO_RSTn), .OCn(D9_A_Qn), .Clk(clk), .Cen(CK0n), .D(FD[7:0]), .Q(DL1_in));
    ttl_74374_sync d13 (.RESETn(VIDEO_RSTn), .OCn(D9_A_Q), .Clk(clk), .Cen(CK0n), .D(FD[7:0]), .Q(DL0_in));
    SRAM_sync_noinit #(.ADDR_WIDTH(11)) c13(.ADDR({2'b00,L0A}), .clk(clk), .cen(~L0CE), .we(~L0WE), .DATA(DL0_in), .Q(DL0_out) );
    SRAM_sync_noinit #(.ADDR_WIDTH(11)) c14(.ADDR({2'b00,L1A}), .clk(clk), .cen(~L1CE), .we(~L1WE), .DATA(DL1_in), .Q(DL1_out) );
    logic [7:0] DL0, DL1;
    assign DL0 = ((!L0OE && !L0CE) ? DL0_out : 8'hff);  
    assign DL1 = ((!L1OE && !L1CE) ? DL1_out : 8'hff);  
    logic [7:0] DLF;
    ttl_74157 #(.DELAY_RISE(0), .DELAY_FALL(0)) d12 (.Enable_bar(1'b0), .Select(D9_A_Q),
                .A_2D({DL0[3],DL1[3],DL0[2],DL1[2],DL0[1],DL1[1],DL0[0],DL1[0]}), .Y(DLF[3:0]));
    ttl_74157 #(.DELAY_RISE(0), .DELAY_FALL(0)) d11 (.Enable_bar(1'b0), .Select(D9_A_Q),
                .A_2D({DL0[7],DL1[7],DL0[6],DL1[6],DL0[5],DL1[5],DL0[4],DL1[4]}), .Y(DLF[7:4]));
    ttl_74273_sync d10(.RESETn(VIDEO_RSTn), .CLRn(1'b1), .Clk(clk), .Cen(CK1n), .D(DLF), .Q(LD_BUF));
endmodule
`default_nettype none
`timescale 1ns/1ps
module SRAM_sync_noinit #(parameter DATA_WIDTH = 8, ADDR_WIDTH = 10)(
    input wire clk,
    input wire [ADDR_WIDTH-1:0] ADDR,
    input wire [DATA_WIDTH-1:0] DATA,
    (* direct_enable = 1 *) input wire cen,
    input wire we,
    output reg [DATA_WIDTH-1:0] Q
    );
    (* ramstyle = "no_rw_check" *) reg [DATA_WIDTH-1:0] mem[0:(2**ADDR_WIDTH)-1];
    always @(posedge clk) begin
        Q <=  mem[ADDR];
        if(cen && we) begin
            mem[ADDR] <= DATA;
        end
    end
endmodule
`default_nettype none
`timescale 1ns/10ps
module DFF_pseudoAsyncClrPre #(parameter W=1 ) (
    input      wire          clk,
    input      wire          rst,
    input      wire [W-1:0]  din,
    output reg  [W-1:0]  q,
    output reg  [W-1:0]  qn,
    input      wire [W-1:0]  set,    
    input      wire [W-1:0]  clr,    
    input      wire [W-1:0]  cen 
);
reg  [W-1:0] last_edge;
generate
    genvar i;
    for (i=0; i < W; i=i+1) begin: flip_flop
        always @(posedge clk) begin
            if(rst) begin
                q[i]         <= 0;
                qn[i]        <= 1;
                last_edge[i] <= 1;
            end
            else begin
                last_edge[i] <= cen[i];
                if( clr[i] ) begin
                    q[i]  <= 1'b0;
                    qn[i] <= 1'b1;
                end else
                if( set[i] ) begin
                    q[i]  <= 1'b1;
                    qn[i] <= 1'b0;
                end else
                if( cen[i] && !last_edge[i] ) begin
                    q[i]  <=  din[i];
                    qn[i] <= ~din[i];
                end
            end
        end
    end
endgenerate
endmodule
`default_nettype none
`timescale 1ns/1ns
module ttl_74157 #(parameter BLOCKS = 4, WIDTH_IN = 2, WIDTH_SELECT = $clog2(WIDTH_IN),
                   DELAY_RISE = 12, DELAY_FALL = 13)
(
  input wire Enable_bar,
  input wire [WIDTH_SELECT-1:0] Select,
  input wire [BLOCKS*WIDTH_IN-1:0] A_2D,
  output wire [BLOCKS-1:0] Y
);
wire [WIDTH_IN-1:0] A [0:BLOCKS-1];
reg [BLOCKS-1:0] computed;
integer i;
always @(*)
begin
  for (i = 0; i < BLOCKS; i=i+1)
  begin
    if (!Enable_bar)
      computed[i] = A[i][Select];
    else
      computed[i] = 1'b0;
  end
end
wire [BLOCKS*WIDTH_IN-1:0] PK_IN_BUS; assign PK_IN_BUS=A_2D; generate genvar unpk_idx; for (unpk_idx=0; unpk_idx<BLOCKS; unpk_idx=unpk_idx+1) begin: gen_unpack assign A[unpk_idx][WIDTH_IN-1:0]=PK_IN_BUS[WIDTH_IN*unpk_idx+:WIDTH_IN]; end endgenerate
assign #(DELAY_RISE, DELAY_FALL) Y = computed;
endmodule
`default_nettype none
`timescale 1ns/1ps
module ttl_74163a_sync #(parameter WIDTH = 4)
(
  input wire Clk,  
  input wire Rst_n,
  input wire Clear_bar,  
  input wire Load_bar,  
  input wire ENT,  
  input wire ENP,  
  input wire [WIDTH-1:0] D,  
  input wire Cen,  
  output wire RCO,  
  output wire [WIDTH-1:0] Q  
);
wire RCO_current;
reg [WIDTH-1:0] Q_current;
wire [WIDTH-1:0] Q_next;
reg last_cen;
reg load_reg;
initial Q_current = {WIDTH{1'b0}};
assign Q_next = Q_current + 1;
always @(posedge Clk)
begin
  if (!Rst_n) begin
    Q_current <= {WIDTH{1'b0}};
    last_cen  <= 1;
    load_reg <= 1;
  end
  else begin
    last_cen <= Cen;
    load_reg <= Load_bar;
    if (!Clear_bar)  begin
      Q_current <= {WIDTH{1'b0}};
    end else
    begin
      if (!Load_bar && Cen && !last_cen) begin
        Q_current <= D;
      end
      else
      if (Load_bar && ENT && ENP && Cen && !last_cen) begin
        Q_current <= Q_next;
      end
    end
  end
end
assign RCO_current = ENT && (&Q_current);
assign RCO = RCO_current;
assign Q = Q_current;
endmodule
`default_nettype none
`timescale 1ns/1ps
module ttl_74169_sync
(
  input wire Reset_n,
  input wire clk,
  input wire cen,
  input wire direction,  
  input wire load_n,     
  input wire ent_n,
  input wire enp_n,
  input wire [3:0] P,
  output wire rco_n,     
  output wire [3:0] Q    
);
reg [3:0] count = 0;
reg last_cen;
always @(posedge clk) begin
    if(!Reset_n) begin
        count <= 4'h0;
        last_cen<= 1'b1;
    end
    else begin
        last_cen <= cen;
        if (cen && !last_cen) begin  
            if (~load_n)
            begin
                count <=  P;
            end
            else if (~ent_n & ~enp_n)  
            begin
                if (direction)
                begin
                count <=  count + 1;
                end
                else
                begin
                count <=  count - 1;
                end
            end
        end
    end
end
assign Q = count;
assign rco_n = !load_n ? 1'b0: ~((&count) & ~ent_n); 
endmodule
`default_nettype none
`timescale 1ns/1ps
module ttl_74273_sync
(
    input wire RESETn,
    input wire CLRn,
    input wire Clk,
    input wire Cen  ,
    input wire [7:0] D,
    output wire [7:0] Q
);
    reg [7:0] Q_current;
    reg last_cen;
    always @(posedge Clk)
    begin
        if (!RESETn) begin
            Q_current <= 0;
            last_cen <= 1'b1;
        end
        else 
        begin
            last_cen <= Cen;
            if (!CLRn) Q_current <= 0;
            else if(Cen && !last_cen) Q_current <= D;  
        end
    end
    assign Q = Q_current;
endmodule
`default_nettype none
`timescale 1ns/1ps
module ttl_74374_sync
(
    input  wire RESETn,
    input  wire Clk,
    input  wire Cen,
    input  wire OCn,
    input  wire [7:0] D,
    output wire [7:0] Q
);
    reg [7:0] Q_current;
    reg last_cen;
    always_ff @(posedge Clk) begin
        if (!RESETn) begin
            Q_current <= 0;
            last_cen <= 1'b1;
        end
        else begin
            last_cen <= Cen;
            if (Cen && !last_cen) Q_current <= D;
        end
    end
    assign Q = (!OCn) ?  Q_current : 8'hff;
endmodule
```

## flow/config.mk

```make
export PLATFORM = sky130hd
export DESIGN_NAME = AlphaMissionCore_LineBuffer_sync
export DESIGN_NICKNAME = AlphaMissionCore_LineBuffer_sync
export VERILOG_FILES = /design/flow/design.v
export SDC_FILE = /design/flow/constraint.sdc
export NUM_CORES = 4
export LEC_CHECK = 1
export CORE_UTILIZATION = 40
export SYNTH_MEMORY_MAX_BITS = 65536
```

## flow/run.sh

```bash
#!/bin/bash
# OpenROAD 26Q1-2900-gdf79404cd8, Yosys 0.63+post, stock flow scripts
make -C /OpenROAD-flow-scripts/flow DESIGN_CONFIG=/design/flow/config.mk WORK_HOME=/design/flow/orfs finish
```

==> CHANGELOG.md <==
### Physical design

* Instance area at placement at 335000 um^2
* Top post-synthesis cells by count: 8192 x sky130_fd_sc_hd__edfxtp_1, 3688 x sky130_fd_sc_hd__nand2_1, 1632 x sky130_fd_sc_hd__a21oi_1
* Setup TNS at 0 ns
* Number of OpenROAD warnings at 60
* Share of Yosys cell area claimed by the top area cell type at 77.1%
* Maximum clock path buffer count at 4
* Final max-slew violation count at 0
* Via count normalized by instance count at about 5.8
* Setup-violating endpoint count in the final report at 0
* Met2 capacity usage during global routing at between 30% and 40%
* TritonCTS clock tree: built
* Proportion of register bits with asynchronous set or reset after synthesis at 0%
* Critical Path Source: CK0
* Number of unique standard cell types used by synthesis at approximately 70
* Mean post-synth cell area at between 15 and 20 um^2
* Final Hold Vio Count at 0
* Final GP Congestion at 1.00
* Grt ovf at 0
* EDFF count, synth at 8192
* Root Buffer: sky130_fd_sc_hd__clkbuf_16
* Final core area utilization at between 40% and 50%
* Final worst slack at around 130 ns
* Total vias in the final route at 182k
* Hold path start: d10.Q_current[7]
* Total Wirelength at 1030000 um
* Clock insertion delay at the later pin of the skew report at 1.18 ns
* Number of buffers inserted during clock tree synthesis at a little under 800
* Worst Hold Slack at 0.478 ns
* GRT Util Overall at 27.9%
* Post-synthesis cell type with the largest instance count: sky130_fd_sc_hd__edfxtp_1
* DP HPWL at about 650000 um
* Iter 0 DRT Violations at 14.7k
* Number of post-CTS setup repair buffers at 0
* Leak pwr at 107 nW
* Total non-filler cell area in the finished layout at 359000 um^2
* Count of state elements after synthesis at about 8.3k
* Number of instances resized during post-cts repair at 0
* Critical Setup Path Class: in -> reg
* Number of instances in the synthesized netlist at roughly 20k
* Busiest layer in global routing: met2
* Worst r2r src: d9_A.q
* Tally of nets with antenna violations remaining after routing at 0
* Share of post-route cells with drive strength above 1 at about an eighth
* Post-synth seq share at 77.5%
* Kind of end point of the critical path: register
* Dominant cells by area after synthesis: sky130_fd_sc_hd__edfxtp_1 77%, sky130_fd_sc_hd__mux4_2 5.1%, sky130_fd_sc_hd__nand2_1 4.3%
* Number of I/O pins at 47
* Num Clock Sinks at about 8.3k
* Final Critical Period at ~37 ns
* Mean routed wirelength per cell at roughly 33 um
* Primary flip-flop cell chosen by synthesis mapping: sky130_fd_sc_hd__edfxtp_1
* Area growth syn-to-layout at 12.5%
* Unrepaired setup endpoints after global routing: false
* Vias in the first global route at approximately 190k
* Clk slew on worst S/H paths at 0.06 ns
* Crit path DAT at 37.46 ns
* Worst-path fanout max at 9
* Pin count of the biggest net entering global routing at ~130
* Antenna violations before repair at roughly 87
* Max-cap violation count at 0
* CTS hold repair buffers at 0
* Die extent in y at just under 900 um
* Core Util at FP at about 40%
* Post-route clock period utilization at approximately 22%
* Core area at between 700000 and 800000 um^2
* Overall die width at approximately 900 um
* Maximum clock frequency at ~0.027 GHz
* Die Footprint at roughly 800000 um^2
* Cell Pwr Density at between 10 and 15 nW/um^2
* Tightest slew margin relative to the limit at 3.76%
* Status: completed
* Post-route clock skew at roughly 0.052 ns
* Worst IR Drop VDD at between 10 and 15 uV
* Drt drc at 0
* Met3 GRT Util at 23.0%
* Yosys warning count at 8
* Number of buffers inserted by port buffering at 45
* Area of the mapped netlist at 319000 um^2
* Class of the tightest hold or removal check: reg -> reg
* Cell row count at roughly 330
* Transition time of the tightest slew-check pin at roughly 1.4 ns
* Number of cells after detailed placement at about 30k
* Yosys top cell by area: sky130_fd_sc_hd__edfxtp_1
* Non-filler cells in the finished layout at about 31k
* Global routing usage on met1 at around 30%
* Global-route wire length before repair at approximately 1400000 um
* Yosys Chip Area at between 300000 and 400000 um^2
* Total cells reported by yosys after synthesis at about 20k
* Number of levels in the clock H-tree at 6
* Startpoint type of the worst setup path: input port
* Total power after layout at roughly 4.2 mW
* Required arrival time at the worst endpoint at 166.88 ns
* Initial DRT Pass Iterations at 6
* Post-place setup slack at 128.44 ns
path summary, 6_finish.rpt:
path | end | cells past startpoint | slack, ns
max | c14.mem[401][3] | 8 | 129.42
min | d10.Q_current[7] | 2 | 0.48
max reg2reg | c13.Q[0] | 13 | 158.45
min reg2reg | d10.Q_current[7] | 2 | 0.48
sequential cells by signal, summed over array words and instances, names as in the netlist, 4 cells and up:
name	count
c13.Q	8
c14.Q	8
c10.count	4
a12.Q_current	4
c14.mem	4096
c9.count	4
d14.Q_current	8
a11.Q_current	4
c13.mem	4096
d10.Q_current	8
final cells by class:
class                   count  area, um^2
diodes                    101         253
clock buffers            1008       20800
clock inverters           401        2950
fillers                 66800      435000
inverters                  15        56.3
multi-input cells       10300       67800
flip-flops and latches   8251      247000
well taps               10500       13200
repair buffers            818        6630
cell usage in the layout (no fill, tap or decap), drive strengths merged, types with 32 or more instances in the layout:
cell type,n
a22oi,334
a21oi,1632
o2111ai,32
mux2i,945
clkdlybuf4s50,45
nand3,159
nor4,484
mux4,717
diode,101
and3,51
clkinv,332
or2,32
o22ai,461
clkbuf,1008
a311oi,41
dfxtp,59
a31oi,87
buf,773
nor2,1057
inv,39
nand4,137
edfxtp,8192
nand2,3688
o21ai,75
nor3,61
worst max-delay path, cell delays in order:
cell and delay, ns:
sky130_fd_sc_hd__clkdlybuf4s50_1 0.53, sky130_fd_sc_hd__nor3_1 0.22, sky130_fd_sc_hd__a21oi_2 0.05, sky130_fd_sc_hd__buf_4 0.26, sky130_fd_sc_hd__nor2_1 1.12, sky130_fd_sc_hd__nand2_2 0.80, sky130_fd_sc_hd__buf_4 0.48, sky130_fd_sc_hd__nor2_1 0.75
routing by layer:
layer	wire (um)	part of all wire, %	up-vias
met5	2420	0.24	-
met4	64600	6.3	162
li1	-	-	77300
met1	308000	30	90100
met3	194000	19	2507
met2	458000	45	12200
report_power, final:
group / leakage [nW] / internal, mW / switching, mW
clock network: 11.6 / 0.928 / 0.765
registers: 68.2 / 2.28 / 0.00153
logic: 27.2 / 0.0482 / 0.137
total: 107 / 3.26 / 0.904
kinds of logic (layout without fill, tap and decap cells):
| group | after synthesis | in the layout | share of synthesized area, % |
|---|---|---|---|
| xor gates and xnor gates | 9 | 9 | 0.0247 |
| AOI/OAI and AO/OA | 2822 | 2822 | 5.18 |
| other | 0 | 101 | 0 |
| adders and majority gates | 8 | 8 | 0.0361 |
| buffers and inverters | 1259 | 2242 | 1.69 |
| DFF | 8251 | 8251 | 77.5 |
| muxes | 1674 | 1674 | 8.07 |
| and+or+nand+nor | 5754 | 5754 | 7.52 |
Power and IR drop assume default switching activity.
